--- design.v ---
module d_ff(output logic [3:0] q,
            input logic clk, reset, enable,
            input logic [3:0] d);
always_ff @ (posedge clk or posedge reset)
begin
    if (reset)
        q <= #1 4'b0000;
    else if (enable)
            q <= #1 d;
end
endmodule
module lab6 (input logic [3:0] num, 
        input [2:0] sel,
        input logic write, reset, clk,
        output logic an0, an1, an2, an3, an4, an5, an6, an7,
        output logic segA, segB, segC, segD, segE, segF, segG);
logic en0, en1, en2, en3, en4, en5, en6, en7;
logic [3:0] q0, q1, q2, q3, q4, q5, q6, q7;
logic a, b, c, d;
logic A, B, C, D;
always_comb
begin
    A = sel[2];
    B = sel[1];
    C = sel[0];
end
assign en0 = write & (!A) & (!B) & (!C);
assign en1 = write & (!A) & (!B) & C;
assign en2 = write & (!A) & B & (!C);
assign en3 = write & (!A) & B & C;
assign en4 = write & A & (!B) & (!C);
assign en5 = write & A & (!B) & C;
assign en6 = write & A & B & (!C);
assign en7 = write & A & B & C;
d_ff ff0 (
    .q (q0),
    .clk (clk),
    .reset (reset),
    .enable (en0),
    .d (num)
);
d_ff ff1 (
    .q (q1),
    .clk (clk),
    .reset (reset),
    .enable (en1),
    .d (num)
);
d_ff ff2 (
    .q (q2),
    .clk (clk),
    .reset (reset),
    .enable (en2),
    .d (num)
);
d_ff ff3 (
    .q (q3),
    .clk (clk),
    .reset (reset),
    .enable (en3),
    .d (num)
);
d_ff ff4 (
    .q (q4),
    .clk (clk),
    .reset (reset),
    .enable (en4),
    .d (num)
);
d_ff ff5 (
    .q (q5),
    .clk (clk),
    .reset (reset),
    .enable (en5),
    .d (num)
);
d_ff ff6 (
    .q (q6),
    .clk (clk),
    .reset (reset),
    .enable (en6),
    .d (num)
);
d_ff ff7 (
    .q (q7),
    .clk (clk),
    .reset (reset),
    .enable (en7),
    .d (num)
);
logic [3:0] y;
always_comb begin
    case (sel)
        3'b000:y = q0;
        3'b001:y = q1;
        3'b010:y = q2;
        3'b011:y = q3;
        3'b100:y = q4;
        3'b101:y = q5;
        3'b110:y = q6;
        3'b111:y = q7;
    endcase
end
logic [6:0] m;
always_comb begin
    case (y)
        4'b0000: m = 7'b0000001;
        4'b0001: m = 7'b1001111;
        4'b0010: m = 7'b0010010;
        4'b0011: m = 7'b0000110;
        4'b0100: m = 7'b1001100;
        4'b0101: m = 7'b0100100;
        4'b0110: m = 7'b0100000;
        4'b0111: m = 7'b0001111;
        4'b1000: m = 7'b0000000;
        4'b1001: m = 7'b0000100;
        4'b1010: m = 7'b0001000;
        4'b1011: m = 7'b1100000;
        4'b1100: m = 7'b0110001;
        4'b1101: m = 7'b1000010;
        4'b1110: m = 7'b0110000;
        4'b1111: m = 7'b0111000;
    endcase
end
always_comb
begin
    segA = m[6];
    segB = m[5];
    segC = m[4];
    segD = m[3];
    segE = m[2];
    segF = m[1];
    segG = m[0];
end
logic [7:0] n;
always_comb begin
    case (sel)
        3'b000: n = 8'b01111111;
        3'b001: n = 8'b10111111;
        3'b010: n = 8'b11011111;
        3'b011: n = 8'b11101111;
        3'b100: n = 8'b11110111;
        3'b101: n = 8'b11111011;
        3'b110: n = 8'b11111101;
        3'b111: n = 8'b11111110;
    endcase
end
always_comb
begin
    an0 = n[7];
    an1 = n[6];
    an2 = n[5];
    an3 = n[4];
    an4 = n[3];
    an5 = n[2];
    an6 = n[1];
    an7 = n[0];
end
endmodule
--- run.sh ---
#!/bin/bash
# OpenROAD 26Q1-2900-gdf79404cd8, Yosys 0.63+post, stock flow scripts
make -C /OpenROAD-flow-scripts/flow DESIGN_CONFIG=/design/flow/config.mk WORK_HOME=/design/flow/orfs finish
--- config.mk ---
export PLATFORM = sky130hd
export DESIGN_NAME = lab6
export DESIGN_NICKNAME = lab6
export VERILOG_FILES = /design/flow/design.v
export SDC_FILE = /design/flow/constraint.sdc
export NUM_CORES = 4
export LEC_CHECK = 1
export CORE_AREA = 10 10 113 113
export DIE_AREA = 0 0 123 123
--- constraint.sdc ---
current_design lab6

set clk_period 3.1
set clk_io_pct 0.2

create_clock -name clk0 -period $clk_period [get_ports {clk}]

set non_clock_inputs [all_inputs -no_clocks]
set_input_delay [expr $clk_period * $clk_io_pct] -clock clk0 $non_clock_inputs
set_output_delay [expr $clk_period * $clk_io_pct] -clock clk0 [all_outputs]
==> impl_metrics.ini <==
; physical design summary
[status]
status = finished, violations left
violations = negative setup slack

[setup_path]
slowest_stage = or3_4
worstPathRequired_ns = 2.48
critPathMaxStageDelay_ns = 0.37
worstPathCellList = buf_8, or3_4, or2_0, a222oi_1, buf_4, inv_4, ha_4, buf_4, inv_4, mux2_4, a21oi_2, buf_2
ff2ff_setup_slack_ns = 2.33
cp_max_fo = 4
startpoint = sel[2]
startpoint_type = primary input
cp-end-kind = primary output
crit-reg2reg-launch = ff5.q[1]$_DFFE_PP0P_
arrival_ns = 2.51
crit_type = in2out

[clock_network]
clock_latency_ns = 0.28
cts_buffers = 5
cts_tree = done
clkTransAtPathRegs_ns = 0.06
cts.path.max_buffers = 2
htreeDepth = 2
clock-root-buffer = clkbuf_8
holdBufCountCts = 0
numClockSinks = 32

[floorplan]
pin_count = 25
fp-utilization_pct = 18.0
chip_area_um2 = 15100
num_rows = 37
die.size.y_um = 123
core_um2 = 10300
die_w_um = 123

[cells_and_area]
fin_cells = 363
fill_cells = 1042
syn2layout_area_growth_pct = 47.2
drive_gt1_share_pct = 48.9
fin_area_um2 = 2740
lay_top_count = dfrtp_1
final_core_util_pct = 26.6
mostFrequentLayoutCells = dfrtp_1, mux2_2, buf_4, clkdlybuf4s50_1, mux2i_1

[detailed_routing]
dr.first_iter.drc_count = 87
viasPerCell = 4.25
vias = 1543
drc = 0
first_pass_iters = 4
postRouteAntennaNets = 0
wirelength_um = 5060
n_antenna_cell = 0
post_drt_wl_per_cell_um = 13.9

[global_route]
grt_pass1_vias = 1575
overflow = 0
use_met3_pct = 1.62
grt_pass1_wl_um = 8470
top_usage_layer = met1
met1_usage_pct = 11.0
track_usage_pct = 6.92
antenna_found_initial = 0
grt_use_met2_pct = 9.54
grt_max_degree = 33

[final_timing]
slew_headroom_pct = 72.5
worstMarginPinSlew_ns = 0.413
rsz0062_at_grt = true
max_freq_mhz = 319
finClkSkew_ns = 0
finalCritPeriodShare_pct = 101
setup_viol = 3
final-hold-violation-count = 0
fin_crit_ns = 3.13
layout_setup_ws_ns = -0.0343
slew_viol_final = 0
holdWs_ns = 0.501

[synth]
ys_warn_count = 2
syn_area_per_cell_um2 = 11.0
synth.distinct_cells = 35
ys_cells = 170
ff_type = dfrtp_1
yosys-stat-area_um2 = 1860
ys_async_sr_fraction_pct = 100
synthesis.area_um2 = 1860
ys.flops = 32
seq_area_frac_synth_pct = 43.0
synth-edff-count = 0
synthCells = 170

[place]
dp.cells = 339
placed_area_um2 = 2380
hpwl_um = 3530
gp_congestion = 0.852
numPortBuffers = 24

[pwr]
vdd_drop_max_v = 0.000270
powerDensity_nw_per_um2 = 518
p_total_mw = 1.42
p_leak_nw = 1.19

[job]
warning_count = 32
drv_cap = 0

[hold_path]
min_from = ff6.q[0]$_DFFE_PP0P_
hp-class = reg2reg
[per-layer routing]
layer	routed length (µm)	vias to the layer above
li1	-	731
met1	2600	755
met2	2030	52
met3	369	5
met4	55	0
met5	0	-
[Yosys cell counts (all sizes together) (5+ instances only)]
cell type	instances	area [µm²]
buf	8	46.3
clkbuf	5	18.8
dfrtp	32	801
ha	6	75.1
inv	10	37.5
mux2	32	360
mux2i	12	120
nand2	9	33.8
nand3	6	30.0
nor2b	5	31.3
o22ai	5	31.3
[power by group]
part	total [mW]	internal (mW)	switching [mW]
Sequential	0.555	0.509	0.0458
Combinational	0.536	0.312	0.224
Clock	0.328	0.181	0.147
[registers in the layout, indices dropped and copies added, names as in the netlist]
name / cells
ff1.q: 4
ff2.q: 4
ff5.q: 4
ff4.q: 4
ff3.q: 4
ff7.q: 4
ff6.q: 4
ff0.q: 4
[final timing paths]
path | to | cells after the start
min in group asynchronous | ff7.q[3]$_DFFE_PP0P_ | 3
setup / recovery | segE | 12
setup reg to reg | ff5.q[1]$_DFFE_PP0P_ | 1
hold reg to reg | ff6.q[0]$_DFFE_PP0P_ | 1
max in group asynchronous | ff3.q[0]$_DFFE_PP0P_ | 3
hold / removal | ff6.q[0]$_DFFE_PP0P_ | 1
[final cells by class]
type | count | area (µm²) | area share, %
multi-input cells | 115 | 1100 | 40.1
flip-flops and latches | 32 | 801 | 29.2
repair buffers | 62 | 539 | 19.7
well taps | 136 | 170 | 6.21
clock buffers | 8 | 90.1 | 3.29
inverters | 10 | 42.5 | 1.55
[cells by family (layout without fill, tap and decap cells)]
kind of cell	after synthesis	count (layout)	synth area share, %
muxes	44	44	25.8
and+or+nand+nor	42	42	12.4
DFF	32	32	43.0
buffers and inverters	23	80	5.51
AOI/OAI and AO/OA	22	22	8.74
adders and majority gates	6	6	4.03
xor gates and xnor gates	1	1	0.471
[critical path: cells and delay by family]
| kind | cells | cell delay (ns) |
|---|---|---|
| compound gates | 2 | 0.36 |
| simple gates | 2 | 0.58 |
| mux | 1 | 0.14 |
| fa+ha+maj | 1 | 0.15 |
| buf+inv | 6 | 0.67 |
[through the flow]
stage | setup TNS [ns] | setup slack (ns)
after floorplan | -0.940 | -0.153
after CTS | -0.554 | -0.152
after detailed placement | -5.36 | -0.824
after global placement | -5.32 | -0.802
after global routing | -0.607 | -0.125
final | -0.0794 | -0.0343
[repair_timing]
item / in CTS / in global routing
buffers inserted: 13 / 4
gates resized: 70 / 10
pin swaps: 17 / 9
endpoints found under the setup margin: 7 / 7
